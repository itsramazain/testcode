==> ./design.v <==
module ALU (
    input [4:0] shmant,               
    input wire clk,                   
    input wire reset,                 
    input wire [31:0] operand_A,      
    input wire [31:0] operand_B,      
    input wire [3:0] alu_control,     
    output wire [31:0] alu_result,    
    output wire zero_flag,            
    output wire [9:0] ram_address,    
    output wire overflow,             
    output wire zero,                 
    output wire less                  
);
    reg [32:0] temp_result;          
    reg over_flow_temp;              
    wire [31:0] twos_complement_A;   
    wire [31:0] twos_complement_B;   
    assign twos_complement_B = (~operand_B) + 1;    
    assign twos_complement_A = (~operand_A) + 1;    
    always @(posedge clk or posedge reset) begin
        if (reset) begin
            temp_result <= 32'b0;     
        end else begin
            case (alu_control)
                4'b0010:                 
                    begin
                        temp_result <= operand_A + operand_B;
                        over_flow_temp = ((temp_result[31] < 0) & (operand_A[31] < 0) & (operand_B[31] < 0)) ||
                                        ((temp_result[31] > 0) & (operand_A[31] < 0) & (operand_B[31] < 0));
                    end
                4'b0011:                 
                    begin
                        temp_result <= operand_A - operand_B;
                        over_flow_temp = ((temp_result[31] > 0) & (operand_A[31] < 0) & (operand_B[31] > 0)) ||
                        ((temp_result[31] < 0) & (operand_A[31] > 0) & (operand_B[31] > 0));
                        case ({operand_A[31], operand_B[31]})
                            00:   
                                temp_result <= operand_A + twos_complement_B;
                            01:   
                                temp_result <= operand_A + twos_complement_B;
                            10:   
                                temp_result <= (~(twos_complement_A + operand_B)) + 1;
                            11:   
                                begin
                                    if (twos_complement_B > twos_complement_A)
                                        temp_result <= operand_A + twos_complement_B;
                                    else if (operand_A < operand_B)
                                        temp_result <= (~(twos_complement_A + operand_B)) + 1;
                                    else
                                        temp_result <= 0;
                                end
                        endcase
                    end
                4'b0100: temp_result <= operand_A & operand_B;       
                4'b0101: temp_result <= operand_A | operand_B;       
                4'b0110: temp_result <= operand_A ^ operand_B;       
                4'b0111: temp_result <= ~operand_A;                  
                4'b1000: temp_result <= operand_A << shmant;         
                4'b1001: temp_result <= operand_A >> shmant;         
                4'b1010: temp_result <= ~(operand_A | operand_B);    
                4'b1011:                                             
                    begin
                        temp_result = operand_A + twos_complement_B;
                        over_flow_temp = temp_result[32];
                        if (over_flow_temp)
                            temp_result = operand_A + (twos_complement_B);
                        else
                        begin
                            case ({operand_A[31], operand_B[31]})
                                00:   
                                    temp_result <= operand_A + twos_complement_B;
                                01:   
                                    temp_result <= operand_A + twos_complement_B;
                                10:   
                                    temp_result <= (~(twos_complement_A + operand_B)) + 1;
                                11:   
                                    begin
                                        if (twos_complement_B > twos_complement_A)
                                            temp_result <= operand_A + twos_complement_B;
                                        else if (operand_A < operand_B)
                                            temp_result <= (~(twos_complement_A + operand_B)) + 1;
                                        else
                                            temp_result <= 0;
                                    end
                            endcase
                        end
                    end
                4'b1100:                                             
                    begin
                        temp_result <= operand_A + operand_B;
                        over_flow_temp = temp_result[32];
                    end
                default: temp_result <= 31'b0;                        
            endcase
        end
    end
    assign alu_result = temp_result[31:0];                     
    assign zero_flag = (temp_result == 31'b0) ? 1'b1 : 1'b0;   
    assign overflow = over_flow_temp;
    assign zero = (alu_result === 0) ? 1 : 0;
    assign ram_address = alu_result[31:0];                     
    assign less = (alu_result[31] == 1) ? 1 : 0;
endmodule
==> ./run.sh <==
#!/bin/bash
# OpenROAD 26Q1-2900-gdf79404cd8, Yosys 0.63+post, stock flow scripts
make -C /OpenROAD-flow-scripts/flow DESIGN_CONFIG=/design/flow/config.mk WORK_HOME=/design/flow/orfs finish
==> ./config.mk <==
export PLATFORM = sky130hd
export DESIGN_NAME = ALU
export DESIGN_NICKNAME = ALU
export VERILOG_FILES = /design/flow/design.v
export SDC_FILE = /design/flow/constraint.sdc
export NUM_CORES = 4
export LEC_CHECK = 1
export CORE_UTILIZATION = 30
==> ./constraint.sdc <==
current_design ALU

set clk_period 1.6
set clk_io_pct 0.2

create_clock -name clk0 -period $clk_period [get_ports {clk}]

set non_clock_inputs [all_inputs -no_clocks]
set_input_delay [expr $clk_period * $clk_io_pct] -clock clk0 $non_clock_inputs
set_output_delay [expr $clk_period * $clk_io_pct] -clock clk0 [all_outputs]
==> qor.yml <==
status: "complete, but fails checks"
violations: "negative setup slack"
io_buffers: 120
cp.depth: 17
wl_um: 75000
synth_cells: 1676
synthDistinctLibCells: 68
worstMarginPinSlew_ns: 0.898
grt_pass1_vias: 16300
antenna_found_initial: 3
critPathCaptureType: "register"
fin_crit_ns: 4.84
viasPerCell: 5.53
wl_per_cell_um: 24.7
cp_data_required_time_ns: 1.75
first_iter_violations: 1203
cellPowerDensity_nw_per_um2: 483
ff_type: "dfrtp_1"
fp.dieH_um: 206
clockRootBuffer: "clkbuf_16"
fp_util_pct: 30.5
relSlewSlack_pct: 39.5
dr.pass1.iters: 7
top_cells_by_count: "149 x nor2_1, 144 x a21oi_1, 136 x ha_1, 127 x nand2_1, 101 x mux2i_1"
cp_num_buf_inv: 1
ys_cells: 1676
r2r_cells: 2
postCtsHoldBufs: 0
dpl-instance-area_um2: 19600
cpLargestDelayFamily: "simple AND/OR/NAND/NOR gates"
ant_nets: 0
grt_usage_pct: 35.5
drive_above_1_share_pct: 48.3
rows: 74
io_pins: 121
synth_top_area_share_pct: 13.6
path_cells: "buf_2 > or4_4 > or3_4 > or4_4 > or4_4 > or4_4 > nor4_4 > and2_1 > xnor2_1 > ha_1 > a21oi_2 > o211ai_1 > a211o_1 > a31o_1 > a221oi_2 > xor2_1 > o221ai_1"
core_area_um2: 40900
avgSynthCellArea_um2: 7.45
design_area_um2: 22600
grt-ovfl-total: 0
yosysMostFrequentCell: "nor2_1"
hold_violations: 0
clk_latency_ns: 0.29
final-max-slew-violation-count: 0
setup_viol: 36
ys_warn_count: 1
peakVddDrop_v: 0.000387
setup_slack_ns: -3.24
drv_cap: 0
post-place-ws_ns: -3.92
ys_area_um2: 12500
cp_max_fo: 3
p_leak_nw: 10.5
final_core_utilization_pct: 55.2
cts_buffers: 5
synth-edff-count: 1
path_clk_slew_ns: 0.06
fin_crit_sh_pct: 303
die_area_um2: 42500
worstPathArrival_ns: 5.00
grt_max_degree: 34
clk_path_buf_depth: 2
rsz0062_at_grt: "yes"
critPathSlowestCell: "or4_4"
topCellsByArea: "ha_1 14%, mux4_2 8.1%, mux2i_1 8.1%"
ys_seq_share_pct: 6.85
fillCellCount: 3664
drc_errors: 0
grt_pass1_wl_um: 107000
cp-start-kind: "input pin"
worst-setup-path-type: "in2reg"
area_growth_syn_to_layout_pct: 80.8
critPathMaxStageDelay_ns: 0.55
max_freq_mhz: 206
synth_area_um2: 12500
dp_hpwl_um: 63300
synth_top_cell_by_area: "ha_1"
clock-sinks: 34
cts_tree: "yes"
place.gp.congestion: 1.05
cp_common_cell: "or4_4"
hold_ws_ns: 0.413
skew_ns: 0.000338
min_path_type: "in2async"
tool_warnings: 100
async_flop_share_pct: 97.1
h-tree-depth: 2
synth_flops: 34
die_w_um: 206
vias: 16800
## worst register-to-register path: stages, from the launching register on
cell     delay [ns]
dfrtp_1        0.39
a32oi_1        0.19
a21oi_1        0.08
## path summary, 6_finish.rpt
kind	to	slack, ns	startpoint
max	temp_result[30]	-3.24	operand_B[9]
min in group clk0	over_flow_temp	0.65	alu_control[2]
min	temp_result[18]	0.41	reset
max in group asynchronous	temp_result[22]	1.00	reset
max reg2reg	over_flow_temp	0.69	temp_result[32]
min reg2reg	over_flow_temp	0.71	temp_result[32]
## flip-flops by register name, indices dropped and copies added (netlist names)
name,flops
temp_result,33
over_flow_temp,1
## per-stage QoR
| stage | cells | power (mW) | setup TNS, ns |
|---|---|---|---|
| floorplan | 1676 | 4.50 | -60.28 |
| global placement | 2923 | 8.56 | -98.15 |
| detailed placement | 2923 | 8.55 | -98.99 |
| CTS | 3006 | 10.4 | -75.99 |
| global route | 3039 | 11.5 | -79.42 |
| finish | 3040 | 10.9 | -76.78 |
## what timing repair did
action	CTS	global route
pin swaps	134	107
setup buffers	81	41
endpoints found under the setup margin	39	43
resized	424	142
hold endpoints to repair	0	0
## cell usage in the layout (no fill, tap or decap), drive strengths merged, types with 7 or more instances in the layout
cell type      synthesis  routed
o31ai                  9       9
dlymetal6s2s           0       9
nor3                  44      44
clkdlybuf4s50          0      59
a21oi                144     144
nand3                 29      29
nand2                127     127
nor2b                 10      10
a221oi                30      30
o211ai                25      25
a31oi                 17      17
nor4                  19      19
a211oi                18      18
and2                   7       7
o21a                  12      12
a221o                 10      10
mux2                  12      12
o21bai                27      27
o221ai                42      42
dfrtp                 33      33
a22oi                 35      35
mux2i                101     101
o21ai                 83      83
nand4                 20      20
a211o                 11      11
o22ai                 12      12
nand2b                12      12
or3                   11      11
nor2                 149     149
buf                   60     885
inv                  108     108
clkbuf                91      10
xor2                  22      22
xnor2                 78      78
a21o                  24      24
ha                   136     136
mux4                  45      45
dlygate4sd2            0      12
or4                   10      10
## cell type report
class / count / area [um^2] / share of cell area (%)
Clock inverter: 2 / 10.0 / 0.0443
Inverter: 108 / 433 / 1.92
Timing Repair Buffer: 974 / 8200 / 36.3
Multi-Input combinational cell: 1383 / 12300 / 54.4
Sequential cell: 34 / 861 / 3.81
Antenna cell: 1 / 2.50 / 0.0111
Tap cell: 532 / 666 / 2.95
Clock buffer: 6 / 129 / 0.571
## power breakdown
group          leakage [nW]  internal (mW)  switching, mW
clock                0.0706          0.571          0.379
combinational          9.98           4.41           4.39
sequential            0.427           1.00          0.139
## cell families (layout without fill, tap and decap cells)
group	Yosys count	after routing	synth area share [%]
fa+ha+maj	139	139	14.1
flops	34	34	6.85
simple gates	451	451	16.9
xor+xnor	100	100	7.01
mux	158	158	17.3
buf+inv	259	1090	9.06
compound gates	535	535	28.8
other cells	0	1	0
## layer usage
layer / track usage (%) / up-vias / wire length [um]
met5: 0 / - / 130
li1: - / 7907 / -
met4: 6.85 / 4 / 2050
met1: 50.5 / 8151 / 33600
met2: 52.0 / 661 / 31100
met3: 12.7 / 95 / 8200
No activity file was given, so power comes from the tool's default toggle rates.
