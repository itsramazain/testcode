--- flow/run.sh ---
#!/bin/bash
# OpenROAD 26Q1-2900-gdf79404cd8, Yosys 0.63+post, stock flow scripts
make -C /OpenROAD-flow-scripts/flow DESIGN_CONFIG=/design/flow/config.mk WORK_HOME=/design/flow/orfs finish
--- flow/constraint.sdc ---
current_design Mux2x1

set clk_period 1.0
set clk_io_pct 0.2

create_clock -name clk0 -period $clk_period

set non_clock_inputs [all_inputs -no_clocks]
set_input_delay [expr $clk_period * $clk_io_pct] -clock clk0 $non_clock_inputs
set_output_delay [expr $clk_period * $clk_io_pct] -clock clk0 [all_outputs]
--- flow/config.mk ---
export PLATFORM = sky130hd
export DESIGN_NAME = Mux2x1
export DESIGN_NICKNAME = Mux2x1
export VERILOG_FILES = /design/flow/design.v
export SDC_FILE = /design/flow/constraint.sdc
export NUM_CORES = 4
export LEC_CHECK = 1
export CORE_AREA = 10 10 70 70
export DIE_AREA = 0 0 80 80
--- flow/design.v ---
module Mux2x1 (
    i0,i1,out,sel
);
parameter n=32;
input [n-1:0] i0;   
input [n-1:0] i1;   
    input sel;         
    output reg [n-1:0] out;   
    always @(*) begin
        if (sel) begin
            out = i1;   
        end else begin
            out = i0;   
        end
    end
endmodule
==> impl_metrics.toml <==
# generated from flow reports
[synthesis]
synth-cells-yosys = 36
synth.avg_cell_area_sq_um = 15.12
yosys_warnings = 1
synthDistinctLibCells = 4
yosys_area_sq_um = 544.3
ys_seq_share_pct = 0
synthCells = 36
netlist_area_sq_um = 544.3

[critical_path]
crit_fanout = 7
worst-path-buf-inv = 4
critPathMaxStageDelay_ps = 300
cp_data_required_time_ps = 800
critPathKind = "input pin to output pin"
slowest_stage = "mux2_4"
cp_cell_sequence = "buf_12 -> buf_12 -> buf_8 -> mux2_4 -> buf_6"
cp_common_cell = "buf_12"
cp-end-kind = "output pin"
critPathTopFamily = "buffers and inverters"
critPathArrivalTime_ps = 980
critPathLaunchType = "input pin"

[sta]
min_period_over_period_pct = 117.5
setup_viol = 32
period_needed_ps = 1175
setup_slack_ps = -175.4
worst_pin_slew_ps = 61.11
maxSlewHeadroom_pct = 95.92
slew_violations = 0
rsz0062_at_grt = "true"
fmax_mhz = 850.8
hold_viol = 0

[power_and_ir_drop]
combPwrFrac_pct = 100.0
p_int_mw = 0.5192
switching_share_pct = 21.33
p_per_area_mw_per_mm2 = 388.7
pwr-share-seq_pct = 0
clockPowerShare_pct = 0
vdd_drop_max_mv = 0.1734
power.switching_mw = 0.1408
p_leak_nw = 0.9905

[final_layout]
synthToLayoutAreaGrowth_pct = 212.0
fill_cells = 327
seq_area_sq_um = 0
utilization_pct = 49.71
ff_count = 0
final_cells = 192
drive_above_1_share_pct = 56.16
n_clock_buffer = 0

[clock_network]
hold_buffers = 0

[route]
avgViaCountPerCell = 3.802
antenna_left = 0
wire_per_inst_um = 14.84
totalWireLength_mm = 2.849
vias = 730
drtPass1Iterations = 2
drcViolationCount = 0
diodes = 0
drtIter0Drc = 4

[hold_path]
hp-class = "input pin to output pin"

[place]
preCtsSetupSlack_ps = -496.6
place.gp.congestion = 0.7595
io_buffer_count = 97
dp_cells = 177
hpwl_mm = 2.396

[global_routing]
grt_max_degree = 8
grt_pass1_vias = 824
grt_pass1_wl_mm = 4.146
gr-usage-all-layers_pct = 7.873
antenna_found_initial = 0
grt-ovfl-total = 0

[status]
status = "complete, but fails checks"
violations = "setup timing"

[job]
maxCapViolations = 0
warnings = 34

[floorplan]
die_y_um = 80
core_sq_mm = 0.003416
placement_rows = 21
die-area_sq_mm = 0.006400
die_w_um = 80
ios = 97
fp-utilization_pct = 15.93
-- cells in the final DEF, fill, tap and decap left out --
master           netlist  routed
dlygate4sd2_1          0      40
mux2_4                30      32
buf_6                  1      29
dlymetal6s2s_1         0      14
buf_2                  0      12
clkdlybuf4s50_1        0      10
buf_12                 3       3
buf_8                  0       3
buf_4                  0       2
buf_16                 0       1
-- metrics by stage --
stage	setup TNS [ps]	cell area (sq um)	power (mW)	hold WS, ps
3_5_place_dp	-15270	1536	0.6549	1335
6_report	-5032	1698	0.6599	694.3
5_1_grt	-5619	1698	0.7056	714.1
2_1_floorplan	0	544.3	0.2063	497.7
4_1_cts	-5196	1607	0.6436	800.4
3_3_place_gp	-15250	1536	0.6538	1331
-- synthesized netlist by cell type --
master | number | area, sq um
mux2_2 | 2 | 22.52
mux2_4 | 30 | 450.4
buf_12 | 3 | 60.06
buf_6 | 1 | 11.26
-- cell families after synthesis --
group	after synthesis	synth area share, %
mux	32	86.90
buf+inv	4	13.10
-- power by group through the flow --
stage | Sequential, mW | Combinational [mW] | Clock (mW)
final | 0 | 0.660 | 0
after CTS | 0 | 0.644 | 0
after global routing | 0 | 0.706 | 0
-- final timing paths --
check,end,cells after the start,start,slack [ps]
setup / recovery,out[31],5,sel,-180
hold / removal,out[24],3,i0[24],690
-- repair_timing --
item                                    CTS  global route
endpoints found under the setup margin   32            32
setup buffers                            14             0
resized                                 170            23
cloned                                    1             0
-- area by class of cell --
| cell class | count | area [sq um] | area share (%) |
|---|---|---|---|
| Timing Repair Buffer | 114 | 1160 | 68.31 |
| Multi-Input combinational cell | 32 | 480.5 | 28.30 |
| Tap cell | 46 | 57.56 | 3.390 |
-- routing by layer --
| layer | share of wire [%] | GRT usage [%] |
|---|---|---|
| met1 | 40 | 8.965 |
| met2 | 49 | 14.29 |
| met3 | 11 | 3.068 |
| met4 | 0 | 0 |
| met5 | 0 | 0 |
Power is estimated from default activity; no workload was simulated.
